==> flow/design.v <==
 module Division(
	input         clock,
	input         start,
	input  [31:0] a,  
	input  [31:0] b,  
	output [31:0] q,  
	output [31:0] r   
);
reg[5:0] pos;  
reg[31:0] r, q, s;  
always @(posedge clock ) begin
    if(start) begin
        pos <= 6'd31;
        q <= 32'd0;
        r <= 32'd0;
        s <= 32'd0;
    end else if(pos < 32) begin  
        s = 2'd2 * r + a[pos];
        if(s < b) begin
            q[pos] = 0;
            r = s;
        end else begin
            q[pos] = 1;
            r = s - b;
        end
        pos = pos - 1;
    end
end
endmodule  
==> flow/run.sh <==
#!/bin/bash
# OpenROAD 26Q1-2900-gdf79404cd8, Yosys 0.63+post, stock flow scripts
make -C /OpenROAD-flow-scripts/flow DESIGN_CONFIG=/design/flow/config.mk WORK_HOME=/design/flow/orfs finish
==> flow/config.mk <==
export PLATFORM = sky130hd
export DESIGN_NAME = Division
export DESIGN_NICKNAME = Division
export VERILOG_FILES = /design/flow/design.v
export SDC_FILE = /design/flow/constraint.sdc
export NUM_CORES = 4
export LEC_CHECK = 1
export CORE_UTILIZATION = 50
==> flow/constraint.sdc <==
current_design Division

set clk_period 15.7
set clk_io_pct 0.2

create_clock -name clk0 -period $clk_period [get_ports {clock}]

set non_clock_inputs [all_inputs -no_clocks]
set_input_delay [expr $clk_period * $clk_io_pct] -clock clk0 $non_clock_inputs
set_output_delay [expr $clk_period * $clk_io_pct] -clock clk0 [all_outputs]
==> out/qor.csv <==
metric;value;unit
grt.total_usage;0.252;
finalCriticalPeriod;7.05;ns
cp-end-kind;register;
cap_violations;0;
clock_path_buffers;2;
place_area;6530;um2
worstMarginPinSlew;0.791;ns
pwr-share-comb;0.160;
hold_violations;0;
grt_first_pass_wirelength;22100;um
clock_latency;0.35;ns
critPathMaxStageDelay;0.50;ns
fin_area;6750;um2
cts_buffers;9;
critPathLaunchType;primary input;
fin_setup_tns;0;ns
antenna_found_initial;0;
synthToLayoutAreaGrowth;30.2;%
hold_class;reg -> reg;
ys_ff;70;
period_used_share;0.449;
dp_hpwl;9360;um
crit_chain;clkdlybuf4s50_1 > mux2_2 > a21oi_1 > o21ai_0 > o22ai_1 > nor3_1 > a21oi_1 > ha_1 > fa_1 > nand2b_1 > a21oi_2 > o21ai_0 > nand3_1 > o21ai_1 > a21oi_4 > buf_4 > mux2_2 > nand2_1 > a21oi_1;
clock_skew;0.0132;ns
hold_depth;2;
clock_power_share;0.402;
status;finished clean;
leakage;2.76;nW
yosys_warnings;1;
cts_setup_buffers;0;
syn-instance-count;667;
vias_per_cell;5.60;
gr-total-overflow;0;
fmax;142;MHz
wl_per_cell;14.2;um
setup_ws;8.65;ns
finalWirelength;13000;um
post-synth-top-area-cell;dfxtp_1;
floorplan.core_util;0.523;
peakVddDrop;0.0483;mV
slowest_stage;a21oi_4;
synth.distinct_cells;62;
cp.arrival;7.26;ns
cts_hold_buf;0;
ys_cells;667;
first_global_vias;4626;
cts_resized;0;
switching_power;112;uW
synthTopCellsByArea;dfxtp_1, ha_1, a21oi_1;
die-area;10800;um2
cpMostUsedCell;a21oi_1;
htreeDepth;3;
die_y;104;um
grt_max_degree;60;
cp_max_fo;34;
setup_viol;0;
synth_top_flop_cell;dfxtp_1;
io_pins;130;
drv_slew;0;
vias;5129;
syn_area;5180;um2
diodes;0;
swShare;0.268;
cellInternalPower;304;uW
cts_root_buf;clkbuf_8;
post-place-ws;8.27;ns
route.detailed.drc;0;
power_density;61.6;nW/um2
dieWidth;104;um
worstRegToRegCells;18;
critPathKind;in -> reg;
crit_required;15.91;ns
ys_seq_frac;0.270;
async_flop_share;0;
top_cell_area_share;0.270;
core_region_area;9910;um2
slew_headroom;0.472;
edf_count;0;
yosys_area;5180;um2
drive_gt1_frac;0.0651;
syn_avg_cell_area;7.77;um2
ant_nets;0;
io_buffers;129;
power.share.sequential;0.438;
first_pass_iters;5;
std_cell_rows;36;
rsz0062_at_grt;false;
cts_tree;done;
first_iter_violations;177;
gp_congestion;0.913;
log.warning_count;29;
path_clk_slew;0.08;ns
clock-sinks;70;
critical path, delay by kind of cell:
kind | cells | cell delay (ns)
AND-OR/OR-AND | 9 | 1.39
adder cells (fa/ha/maj) | 2 | 0.62
buffers and inverters | 2 | 0.92
multiplexers | 2 | 0.52
AND/OR/NAND/NOR | 4 | 0.63
final cells by class:
type / count / area [um2]
clock buffers: 10 / 128
well taps: 133 / 166
fillers: 823 / 3160
repair buffers: 135 / 1330
flip-flops and latches: 70 / 1400
inverters: 44 / 165
clock inverters: 6 / 93.8
multi-input cells: 518 / 3470
stage by stage:
step                      utilization  hold slack, ns  power [mW]  cells
after floorplan                     -           0.437       0.226    667
after global placement          0.659           0.460       0.251    900
after detailed placement        0.659           0.465       0.252    900
after CTS                       0.681           0.475       0.418    916
after global routing            0.681           0.501       0.435    916
final                           0.681           0.475       0.416    916
power groups by stage:
stage                 Clock, mW  Sequential (mW)  Combinational [mW]
final                     0.167            0.182              0.0667
after CTS                 0.169            0.182              0.0665
after global routing      0.178            0.183              0.0742
cells in the final DEF, fill, tap and decap left out, types with 3 or more instances in the layout:
master           Yosys  final
clkdlybuf4s50_1      0    128
a21oi_1             85     85
nand2_1             72     72
dfxtp_1             70     70
o21ai_0             46     46
nor2_1              45     45
inv_1               44     44
ha_1                36     36
or3_1               28     28
mux2i_1             24     24
nand3_1             17     17
xnor2_1             17     17
xor2_1              12     12
a21o_1              11     11
mux2_2              11     11
clkbuf_8             0      9
o211ai_1             8      8
o21a_1               7      7
nor3_1               6      6
o21ai_1              6      6
nand2b_1             6      6
o211a_1              6      6
buf_4                3      6
nand4_1              5      5
and3_1               5      5
a211oi_1             5      5
mux4_2               4      4
o21bai_1             4      4
a31oi_1              4      4
o22ai_1              3      3
o2111ai_1            3      3
a311oi_1             3      3
a221oi_1             3      3
layer usage:
metal	GRT usage	vias to the layer above	wire length, um
met3	0.0641	8	991
met4	0.0143	0	86
met1	0.392	2359	6440
met2	0.375	145	5490
met5	0	-	0
li1	-	2617	-
synth_stat cells (all sizes together), types with 5 or more instances:
library cell  count
clkbuf           21
buf              14
o21a              7
o21ai            53
a211oi            5
a21oi            88
nand2            72
xnor2            17
inv              44
ha               36
nand2b            6
or3              28
nor2             45
dfxtp            70
mux2i            24
nor3              7
mux2             11
and3              5
xor2             12
o211a             6
o211ai            9
nand3            18
a21o             11
nand4             5
final timing paths:
| check | from | endpoint | slack, ns |
|---|---|---|---|
| max reg2reg | pos[0] | r[4] | 11.10 |
| max | a[0] | r[4] | 8.65 |
| min reg2reg | register | register | 0.47 |
| min | register | register | 0.47 |
cell families after synthesis:
group / synth area share
adders and majority gates: 0.0907
AOI/OAI and AO/OA: 0.257
muxes: 0.0876
DFF: 0.270
and+or+nand+nor: 0.184
buffers and inverters: 0.0613
xor gates and xnor gates: 0.0490
Power is estimated from default activity; no workload was simulated.
